--- ./config.mk ---
export PLATFORM = sky130hd
export DESIGN_NAME = topcheg
export DESIGN_NICKNAME = topcheg
export VERILOG_FILES = /design/flow/design.v
export SDC_FILE = /design/flow/constraint.sdc
export NUM_CORES = 4
export LEC_CHECK = 1
export CORE_UTILIZATION = 40
export SYNTH_MEMORY_MAX_BITS = 65536
--- ./constraint.sdc ---
current_design topcheg

set clk_period 228.0
set clk_io_pct 0.2

create_clock -name clk0 -period $clk_period [get_ports {i_clk}]

set non_clock_inputs [all_inputs -no_clocks]
set_input_delay [expr $clk_period * $clk_io_pct] -clock clk0 $non_clock_inputs
set_output_delay [expr $clk_period * $clk_io_pct] -clock clk0 [all_outputs]
--- ./design.v ---
module ram #(parameter ADDR_SIZE = 10, parameter WORD_SIZE = 8)(
  input clk,
  input [ADDR_SIZE - 1 : 0] w_addr,
  input [WORD_SIZE - 1 : 0] w_data,
  input we,
  input  [ADDR_SIZE - 1 : 0] r_addr,
  output [WORD_SIZE - 1 : 0] r_data
);
reg [WORD_SIZE - 1 : 0] mem [0 : 2 ** ADDR_SIZE - 1];
reg [ADDR_SIZE - 1 : 0] r_addr_reg;
always @(posedge clk) begin
  r_addr_reg <= r_addr;
end
assign r_data = mem[r_addr_reg];
always @(posedge clk) begin
  if (we == 1'b1) begin
    mem[w_addr] <= w_data;
  end
end
endmodule
`timescale 1ns / 1ps
module topcheg #(
  parameter ADDR_SIZE = 10,
  parameter WORD_SIZE = 8
)(
  input  logic                 i_clk,
  input  logic                 i_reset,
  input  logic                 i_we,
  output logic                 o_is_not_full_standart,
  output logic                 o_is_not_full_fwft,
  output logic                 o_is_not_full_simpler,             
  input  logic [WORD_SIZE-1:0] i_data,
  input  logic                 i_re,
  output logic                 o_is_not_empty_standart,
  output logic                 o_is_not_empty_fwft,
  output logic                 o_is_not_empty_simpler,
  output logic [WORD_SIZE-1:0] o_data_standart,
  output logic [WORD_SIZE-1:0] o_data_fwft,
  output logic [WORD_SIZE-1:0] o_data_simpler
);
ya_fifo_module # (
  .ADDR_SIZE ( ADDR_SIZE ),
  .WORD_SIZE ( WORD_SIZE ),
  .FWFT      ( 0      )   
) fifo_standart (
  .i_clk          ( i_clk ),
  .i_reset        ( i_reset ),
  .i_we           ( i_we ),
  .o_is_not_full  ( o_is_not_full_standart ),            
  .i_data         ( i_data ),
  .i_re           ( i_re ),
  .o_is_not_empty ( o_is_not_empty_standart ),
  .o_data         ( o_data_standart )
);
ya_fifo_module # (
  .ADDR_SIZE ( ADDR_SIZE ),
  .WORD_SIZE ( WORD_SIZE ),
  .FWFT      ( 1      )   
) fifo_fwft (
  .i_clk          ( i_clk ),
  .i_reset        ( i_reset ),
  .i_we           ( i_we ),
  .o_is_not_full  ( o_is_not_full_fwft ),            
  .i_data         ( i_data ),
  .i_re           ( i_re ),
  .o_is_not_empty ( o_is_not_empty_fwft ),
  .o_data         ( o_data_fwft )
);
ya_fifo_simpler # (
  .ADDR_SIZE ( ADDR_SIZE ),
  .WORD_SIZE ( WORD_SIZE ),
  .FWFT      ( 0      )   
) fifo_simpler (
  .i_clk          ( i_clk ),
  .i_reset        ( i_reset ),
  .i_we           ( i_we ),
  .o_is_not_full  ( o_is_not_full_simpler ),            
  .i_data         ( i_data ),
  .i_re           ( i_re ),
  .o_is_not_empty ( o_is_not_empty_simpler ),
  .o_data         ( o_data_simpler )
);
endmodule
`timescale 1ns / 1ps
module ya_fifo_module # (
  parameter ADDR_SIZE = 10,
  parameter WORD_SIZE = 8,
  parameter FWFT      = 0   
)(
  input  logic                 i_clk,
  input  logic                 i_reset,
  input  logic                 i_we,
  output logic                 o_is_not_full,            
  input  logic [WORD_SIZE-1:0] i_data,
  input  logic                 i_re,
  output logic                 o_is_not_empty,
  output logic [WORD_SIZE-1:0] o_data
);
localparam FIFO_DEPTH = 2 ** ADDR_SIZE;
logic empty;
logic full;
logic we_for_ram;
logic re_for_ram;
logic [ADDR_SIZE-1:0] w_pointer, w_pointer_reg;  
logic [ADDR_SIZE-1:0] r_pointer, r_pointer_reg;  
logic [ADDR_SIZE:0]   data_in_fifo_cntr;         
logic [WORD_SIZE-1:0] r_data;                    
assign we_for_ram = ( i_we ) && ( ~full );
assign re_for_ram = ( i_re ) && ( ~empty );
assign o_is_not_full  = ~full;
assign o_is_not_empty = ~empty;
always_ff @( posedge i_clk )
  begin
    if ( i_reset ) begin
      full  <= 1'b0;
      empty <= 1'b1;
    end else begin
      if ( ( we_for_ram ) && ( ~re_for_ram ) ) begin    
        empty <= 1'b0;
        if ( data_in_fifo_cntr == FIFO_DEPTH - 1 ) begin
          full <= 1'b1;
        end  
      end
      if ( ( ~we_for_ram ) && ( re_for_ram ) ) begin
        full <= 1'b0;
        if ( data_in_fifo_cntr == 1 ) begin
          empty <= 1'b1;
        end  
      end  
    end
  end
always_ff @( posedge i_clk )
  begin
    if ( i_reset ) begin
      data_in_fifo_cntr <= '0;
    end else begin
      if ( ( we_for_ram ) && ( ~re_for_ram ) ) begin
        data_in_fifo_cntr <= data_in_fifo_cntr + 1;
      end
      if ( ( ~we_for_ram ) && ( re_for_ram ) ) begin
        data_in_fifo_cntr <= data_in_fifo_cntr - 1;
      end
    end 
  end
always_ff @( posedge i_clk )
  begin
    if ( i_reset ) begin
      w_pointer_reg <= '0;
      r_pointer_reg <= '0;
    end else begin
      w_pointer_reg <= w_pointer;
      r_pointer_reg <= r_pointer;
    end 
  end
always_comb
begin
  w_pointer = w_pointer_reg;
  r_pointer = r_pointer_reg;
  if ( re_for_ram ) begin
    r_pointer = r_pointer_reg + 1;
  end 
  if ( we_for_ram ) begin
    w_pointer = w_pointer_reg + 1;
  end  
end 
generate 
  if ( FWFT ) begin
    assign o_data = r_data; 
  end else begin 
    always_ff @( posedge i_clk )
      begin
        if ( i_reset ) begin
          o_data <= '0;
        end else begin
          if ( re_for_ram ) begin
            o_data <= r_data;
          end	
        end 
      end
  end
endgenerate       
ram # (
  .ADDR_SIZE ( ADDR_SIZE ), 
  .WORD_SIZE ( WORD_SIZE )
) fifo_ram_inst (
  .clk    ( i_clk         ),
  .w_addr ( w_pointer_reg ),
  .w_data ( i_data        ),
  .we     ( we_for_ram    ),
  .r_addr ( r_pointer     ),  
  .r_data ( r_data        )
);
endmodule
`timescale 1ns / 1ps
module ya_fifo_simpler #(
  parameter ADDR_SIZE = 10,
  parameter WORD_SIZE = 8,
  parameter FWFT      = 0   
)(
  input  logic                 i_clk,
  input  logic                 i_reset,
  input  logic                 i_we,
  output logic                 o_is_not_full,            
  input  logic [WORD_SIZE-1:0] i_data,
  input  logic                 i_re,
  output logic                 o_is_not_empty,
  output logic [WORD_SIZE-1:0] o_data
);
logic empty, empty_r;
logic full, full_r;
logic we_for_ram;
logic re_for_ram;
logic [ADDR_SIZE-1:0] w_pointer, w_pointer_reg;  
logic [ADDR_SIZE-1:0] r_pointer, r_pointer_reg;  
logic [ADDR_SIZE:0]   data_in_fifo_cntr;         
logic [WORD_SIZE-1:0] r_data;                    
assign we_for_ram = ( i_we ) && ( ~full_r );
assign re_for_ram = ( i_re ) && ( ~empty_r );
assign o_is_not_full  = ~full_r;
assign o_is_not_empty = ~empty_r;
always_ff @( posedge i_clk )
  begin
    if ( i_reset ) begin
      w_pointer_reg <= '0;
      r_pointer_reg <= '0;
      full_r        <= '0;
      empty_r       <= '1;
    end else begin
      w_pointer_reg <= w_pointer;
      r_pointer_reg <= r_pointer;
      full_r        <= full;
      empty_r       <= empty;
    end 
  end
always_comb
begin
  w_pointer = w_pointer_reg;
  r_pointer = r_pointer_reg;
  full      = full_r;
  empty     = empty_r;
  if ( ( ~we_for_ram ) && ( re_for_ram ) ) begin           
    r_pointer = r_pointer_reg + 1;
    full      = 1'b0;
    if ( r_pointer == w_pointer_reg ) begin
      empty = 1'b1;
    end
  end else if ( ( we_for_ram ) && ( ~re_for_ram ) ) begin  
    w_pointer = w_pointer_reg + 1;
    empty     = 1'b0;
    if ( w_pointer == r_pointer_reg ) begin
      full = 1'b1;
    end
  end else if ( ( we_for_ram ) && ( re_for_ram ) ) begin     
    r_pointer = r_pointer_reg + 1;
    w_pointer = w_pointer_reg + 1;
  end	
end 
generate 
  if ( FWFT ) begin
    assign o_data = r_data; 
  end else begin 
    always_ff @( posedge i_clk )
      begin
        if ( i_reset ) begin
          o_data <= '0;
        end else begin
          if ( re_for_ram ) begin
            o_data <= r_data;
          end	
        end 
      end
  end
endgenerate       
ram # (
  .ADDR_SIZE ( ADDR_SIZE ), 
  .WORD_SIZE ( WORD_SIZE )
) fifo_ram_inst (
  .clk    ( i_clk         ),
  .w_addr ( w_pointer_reg ),
  .w_data ( i_data        ),
  .we     ( we_for_ram    ),
  .r_addr ( r_pointer     ),  
  .r_data ( r_data        )
);
endmodule
--- ./run.sh ---
#!/bin/bash
# OpenROAD 26Q1-2900-gdf79404cd8, Yosys 0.63+post, stock flow scripts
make -C /OpenROAD-flow-scripts/flow DESIGN_CONFIG=/design/flow/config.mk WORK_HOME=/design/flow/orfs finish
==> ci_impl_report.md <==
## Synthesis and layout report

| Metric | Value |
|---|---|
| Status | `complete, but fails checks` |
| Failing checks | `capacitance limit, slew limit` |
| CP arrival | `11.47 ns` |
| Ys flop type | `edfxtp_1` |
| Most frequent logic cell in the layout | `edfxtp_1` |
| CP Launch Type | `flip-flop` |
| Mapped cell area | `954,600 sq um` |
| TritonRoute pass-1 iters | `6` |
| Internal power | `0.007484 W` |
| Clk network pwr share | `41.9%` |
| Total power draw | `0.009513 W` |
| CP most frequent cell | `buf_4` |
| Max cap viols | `1` |
| Crit path cell chain | `buf_4 > buf_4 > buf_4 > buf_4 > buf_4 > buf_4 > buf_4 > buf_4 > mux4_2 > mux2i_1 > a22oi_1 > nand4_1 > a211oi_1 > nor2_1 > o32ai_1 > buf_4 > clkdlybuf4s50_1` |
| GP Congestion | `0.9096` |
| Layout cells sized above 1 | `26.48%` |
| Switch Pwr | `0.002029 W` |
| GRT met2 Usage | `35.71%` |
| Yosys cell count | `43,460` |
| Fill count | `191,100` |
| CTS Buf Count | `2,504` |
| Final hold vios | `0` |
| Vias in the first global route | `520,300` |
| Latency at later pin | `1.65 ns` |
| Combinational gate area | `200,600 sq um` |
| Levels on crit path | `17` |
| Fin. max-slew vios | `8` |
| Synth Area per Inst | `21.97 sq um` |
| Critical-path top delay cell | `o32ai_1` |
| Final setup viols | `0` |
| CP required | `182.40 ns` |
| Leakage | `325.1 nW` |
| Seq pwr share | `52.5%` |
| Die height | `1547 um` |
| Asr flop ratio synth | `0%` |
| Final worst slack | `170.93 ns` |
| Yosys stat area | `954,600 sq um` |
| Worst Hold Class | `reg -> reg` |
| Gr usage total | `25.51%` |
| Via count | `465,900` |
| Top Usage Layer GRT | `met2` |
| Total Wirelength | `2,783,000 um` |
| Clk_skew | `0.1482 ns` |
| Top area contributor share | `77.31%` |
| Crit path kind | `reg -> out` |
| PostCTS Resize Cnt | `0` |
| Total negative slack | `0 ns` |
| M1 GR Usage | `24.89%` |
| Pwr/cell area | `8.784 nW/um^2` |
| Number of enable flip-flop cells | `24,580` |
| Seq share, synth | `77.59%` |
| Distinct lib cells | `86` |
| Layout area overhead | `13.44%` |
| Htree depth | `8` |
| Most numerous logic cells after layout | `edfxtp_1 (24,580), mux4_2 (6,279), nor2_1 (3,350)` |
| Fmax | `17.52 MHz` |
| Initial antenna violation count | `249` |
| Final worst path period need | `57.07 ns` |
| Leading area contributor after synthesis | `edfxtp_1` |
| FF+latch count, synth | `24,710` |
| Worst Tran Pin Value | `1.518 ns` |
| RSZ-0062 raised after global routing | `no` |
| Hold path depth | `1` |
| I/O Pins | `42` |
| Tool warning count | `203` |
| Final core utilization | `45.47%` |
| Detailed placer's ending HPWL | `1,760,000 um` |
| Max Root-Sink Buffers | `6` |
| Core area | `2,382,000 sq um` |
| Worst slew margin | `-1.452%` |
| Worst VDD drop | `0.009613 mV` |
| Worst-path clk slew | `0.06 ns` |
| Syn. warnings | `4` |
| Drt drc | `0` |
| Port Buffer Count | `41` |
| Crit-path max cell delay | `0.97 ns` |
| Largest net degree at the start of global routing | `153` |
| Tcrit/Tclk final | `25.03%` |
| R2R depth | `13` |
| TritonCTS Sinks | `24,710` |
| Fp_density | `40.08%` |
| WHS | `0.4588 ns` |
| Rows | `567` |
| Hold buffers post-CTS | `0` |
| R2R setup slack | `219.87 ns` |
| GRT overflow | `0` |
| First-pass GRT wire length | `3,883,000 um` |
| Top flop regs | `fifo_fwft.fifo_ram_inst.mem (8192), fifo_simpler.fifo_ram_inst.mem (8192), fifo_standart.fifo_ram_inst.mem (8192)` |
| Dpl ws | `172.13 ns` |
| Combinational share of power | `5.6%` |
| Synthesized instance count | `43,460` |
| Top cells by area | `edfxtp_1 (77%), mux4_2 (15%), mux2i_1 (1.4%)` |
| Die span in x | `1547 um` |
| CTS tree | `yes` |
| Met3 usage | `24.71%` |
| Post-CTS setup buffers | `0` |
| CP delay by family, top | `buffers and inverters` |
| CP max FO | `38` |
| Via/cell ratio | `5.833` |
| Switch share | `21.33%` |
| Wire per inst | `34.84 um` |
| Routed Antenna Nets | `0` |
| Root buf cell | `clkbuf_16` |
| Crit. End Element | `primary output` |
| Total die size | `2,393,000 sq um` |
| Starting DRC count in detailed routing | `29,910` |
| Bufs and invs on worst path | `10` |
| Sequential Area | `740,700 sq um` |
-- per-stage QoR --
step | cells | area [sq um]
after floorplan | 43460 | 954600
after global placement | 74940 | 1002000
after detailed placement | 74940 | 1002000
after CTS | 79460 | 1082000
after global routing | 79630 | 1082000
final | 79870 | 1083000
-- final cells by class --
cell class	instances	share of cell area, %
Clock inverter	1427	1.272
Clock buffer	3098	6.075
Multi-Input combinational cell	15930	18.53
Inverter	41	0.01826
Tap cell	31580	3.649
Antenna cell	411	0.09497
Sequential cell	24710	68.40
Timing Repair Buffer	2678	1.964
-- metal layers --
metal	vias to the layer above	wire length [um]	share of wire, %
li1	188600	-	-
met1	235500	762700	27
met2	35600	1269000	46
met3	5858	597200	21
met4	377	140800	5.1
met5	-	12750	0.46
-- cells by family (layout without fill, tap and decap cells) --
group,count (synthesis),count (layout),synth area share (%)
DFF,24710,24710,77.59
muxes,7670,7670,16.28
and+or+nand+nor,5174,5174,2.266
AOI/OAI and AO/OA,2978,2978,2.189
buffers and inverters,2815,7244,1.571
xor gates and xnor gates,83,83,0.07615
adders and majority gates,25,25,0.03277
other,0,411,0
-- power by group through the flow --
stage	Combinational [W]	Clock, W	Sequential [W]
6_report	0.000529	0.00399	0.00500
5_1_grt	0.000566	0.00421	0.00500
4_1_cts	0.000536	0.00404	0.00500
-- worst register-to-register path, cell delays in order (launching register included) --
cell,delay [ns]
dfxtp_4,0.61
buf_4,0.60
buf_4,0.81
buf_4,0.77
buf_4,0.56
buf_4,0.61
buf_4,0.67
buf_4,0.71
mux4_2,0.46
mux4_2,0.55
o211ai_1,0.69
nand3_1,0.63
nand4_1,0.28
nand3_1,0.09
-- final timing paths --
path | end | from
hold / removal | fifo_standart.fifo_ram_inst.r_addr_reg[9] | fifo_standart.r_pointer_reg[9]
setup reg to reg | fifo_standart.o_data[4] | fifo_standart.fifo_ram_inst.r_addr_reg[1]
hold reg to reg | fifo_standart.fifo_ram_inst.r_addr_reg[9] | fifo_standart.r_pointer_reg[9]
setup / recovery | o_data_fwft[6] | flip-flop
-- Yosys cell counts (172+ instances only) --
cell	count
a211oi_1	256
a21oi_1	329
a22oi_1	763
buf_1	184
buf_2	636
buf_4	422
buf_6	257
clkbuf_1	1264
edfxtp_1	24580
mux2i_1	1341
mux4_2	6279
nand2_1	757
nand3_1	287
nor2_1	3389
o21ai_0	297
o221ai_1	172
o22ai_1	504
Power and IR drop assume default switching activity.
